### flow/config.mk
export PLATFORM = sky130hd
export DESIGN_NAME = IVga
export DESIGN_NICKNAME = IVga
export VERILOG_FILES = /design/flow/design.v
export SDC_FILE = /design/flow/constraint.sdc
export NUM_CORES = 4
export LEC_CHECK = 1
export CORE_AREA = 10 10 99 99
export DIE_AREA = 0 0 109 109
### flow/constraint.sdc
current_design IVga

set clk_period 2.7
set clk_io_pct 0.2

create_clock -name clk0 -period $clk_period [get_ports {clk}]

set non_clock_inputs [all_inputs -no_clocks]
set_input_delay [expr $clk_period * $clk_io_pct] -clock clk0 $non_clock_inputs
set_output_delay [expr $clk_period * $clk_io_pct] -clock clk0 [all_outputs]
### flow/design.v
package snakePkg;
    parameter N_1039 = $clog2(1039);
    parameter N_665 = $clog2(665);
    parameter N_800 = $clog2(800);
    parameter N_600 = $clog2(600);
    typedef logic[7:0] byte_t;
    typedef enum {EQ, GT, LT, GE, LE} cmp_t; 
    typedef struct packed {
        logic[9:0] x;
        logic[9:0] y;
    }pt2D;
endpackage
module Compare
#(
    parameter N = 4,
    parameter comp_t = 0,
    parameter logic suc_val = 1'b1
)
(
    input logic[N - 1:0] comp, to,
    output logic res
);
always_comb begin
    case(comp_t)
        3'd0: res = comp == to ? suc_val : !suc_val;
        3'd1: res = comp > to ? suc_val : !suc_val;
        3'd2: res = comp < to ? suc_val : !suc_val;
        3'd3: res = comp >= to ? suc_val : !suc_val;
        3'd4: res = comp <= to ? suc_val : !suc_val;
        default: res = suc_val;
    endcase
end
endmodule
import snakePkg::*;
module IVga
(
    input logic rst, clk,
    input logic[3:0] r, g, b,
    output logic hsync, vsync,
    output logic[3:0] R, G, B,
    output logic[N_1039 - 1:0] ppc,
    output logic[N_665 - 1:0] plc
);
logic snd_blck;
logic[1:0] blck;
assign snd_blck = |blck;
logic pxlClk;
always_ff @(posedge clk) begin : pixelClock
    if(rst)
        pxlClk <= 1'b1;
    else
        pxlClk <= ~pxlClk;
end
always_ff @(posedge clk) begin : perPxlCounter
    if (rst)
        ppc <= 0;
    else if(pxlClk) begin
        if(ppc != 1039)
            ppc <= ppc + 1;
        else
            ppc <= 0;
    end
end
always_ff @(posedge clk) begin : perLineCounter
    if (rst)
        plc <= 0;
    else if(pxlClk) begin
        if (ppc == 1039) begin
            if(plc != 665)
                plc <= plc + 1;
            else
                plc <= 0;
        end
    end
end
always_ff @(posedge clk) begin : Final_Color
    if(rst) {R, G, B} <= 0;
    else if(snd_blck) {R, G, B} <= 0;
    else {R, G, B} <= {r, g, b};
end
SyncHV sync_sig(.ppc(ppc), .plc(plc), .hsync(hsync), .vsync(vsync));
Compare #(.N(11), .comp_t(GT), .suc_val(1'b1)) gt_800(.comp(ppc), .to(10'd800), .res(blck[0]));
Compare #(.N(10), .comp_t(GT), .suc_val(1'b1)) gt_600(.comp(plc), .to(10'd600), .res(blck[1]));
endmodule
import snakePkg::*;
module SyncHV
(
    input logic[N_1039-1:0] ppc,
    input logic[N_665-1:0] plc,
    output logic hsync, vsync
);
logic[1:0] h, v;
Compare #(.N(11), .suc_val(1'b1), .comp_t(LT)) lt_976(.comp(ppc), .to(10'd976), .res(h[0]));
Compare #(.N(11), .suc_val(1'b1), .comp_t(GT)) gt_856(.comp(ppc), .to(10'd856), .res(h[1]));
Compare #(.N(10), .suc_val(1'b1), .comp_t(LT)) lt_643(.comp(plc), .to(10'd643), .res(v[0]));
Compare #(.N(10), .suc_val(1'b1), .comp_t(GT)) gt_637(.comp(plc), .to(10'd637), .res(v[1]));
assign hsync = ~(&h);
assign vsync = ~(&v);
endmodule
### flow/run.sh
#!/bin/bash
# OpenROAD 26Q1-2900-gdf79404cd8, Yosys 0.63+post, stock flow scripts
make -C /OpenROAD-flow-scripts/flow DESIGN_CONFIG=/design/flow/config.mk WORK_HOME=/design/flow/orfs finish
==> flow_metrics.env <==
# yosys + openroad results
export IMPL_status="complete, no violations"
export IMPL_critPathKind="reg2out"
export IMPL_start_kind="flop"
export IMPL_clk_pin_slew_ns=0.07
export IMPL_min_period_ns=2.46
export IMPL_path_max_fanout=6
export IMPL_syn_area_um2=1640
export IMPL_ant_nets=0
export IMPL_hpwl_um=3100
export IMPL_yosysUniqueCellTypes=41
export IMPL_postSynthCellCount=174
export IMPL_boundaryPins=49
export IMPL_r2r_end="ppc[10]$_SDFFE_PP0P_"
export IMPL_postSynth_topFlopCell="dfxtp_1"
export IMPL_grt_antenna_before_repair=0
export IMPL_post_cts_buffers=0
export IMPL_power_density_nw_per_um2=459
export IMPL_hold_path_class="reg2reg"
export IMPL_die_y_um=109
export IMPL_drtIter0Drc=39
export IMPL_die_w_um=109
export IMPL_clockBufferDepth=2
export IMPL_max_vdd_ir_drop_mv=0.175
export IMPL_ys_flops=34
export IMPL_postSynthAreaPerCell_um2=9.43
export IMPL_ys_cells=174
export IMPL_grt_usage_pct=6.72
export IMPL_insertion_delay_ns=0.28
export IMPL_grt_max_degree=13
export IMPL_design_area_um2=2320
export IMPL_worst_pin_slew_ns=0.454
export IMPL_reg2reg_from="ppc[0]$_SDFFE_PP0P_"
export IMPL_initial_core_util_pct=21.2
export IMPL_top_area_share_pct=41.5
export IMPL_numCtsBuffers=5
export IMPL_timing_hold_ws_ns=0.510
export IMPL_reg2reg_setup_slack_ns=0.75
export IMPL_synth_area_leader_cell="dfxtp_1"
export IMPL_vias=1371
export IMPL_leakagePower_nw=0.795
export IMPL_wire_per_inst_um=12.5
export IMPL_tool_warnings=29
export IMPL_most_common_cell="dfxtp_1"
export IMPL_critPathRequiredTime_ns=2.16
export IMPL_cts_resized=0
export IMPL_vias_per_cell=4.21
export IMPL_synth_edff_count=0
export IMPL_cts_tree="yes"
export IMPL_drv_slew=0
export IMPL_num_rows=32
export IMPL_min_from="pxlClk$_SDFF_PP1_"
export IMPL_ys_async_sr_fraction_pct=0
export IMPL_numPortBuffers=48
export IMPL_cp_data_arrival_time_ns=1.92
export IMPL_setup_tns_ns=0
export IMPL_drc=0
export IMPL_routabilityCongestion=0.851
export IMPL_met2_usage_pct=10.3
export IMPL_ys_warn_count=5
export IMPL_die_area_um2=11900
export IMPL_holdPathEnd="pxlClk$_SDFF_PP1_"
export IMPL_first_pass_iters=4
export IMPL_diodes=0
export IMPL_cts_root_buf="clkbuf_8"
export IMPL_yosysSeqAreaShare_pct=41.5
export IMPL_reg2reg_depth=5
export IMPL_drt_total_wl_um=4090
export IMPL_grt_busiest_layer="met2"
export IMPL_max_cap_violations=0
export IMPL_relSlewSlack_pct=69.5
export IMPL_final_cell_count_no_fill=326
export IMPL_place_inst=318
export IMPL_fmax_mhz=407
export IMPL_rsz0062_at_grt="no"
export IMPL_hold_depth=1
export IMPL_grt_overflow_total=0
export IMPL_grtUsageMet3_pct=2.39
export IMPL_grt_pass1_vias=1249
export IMPL_cts_hold_buf=0
export IMPL_cts_sinks=34
export IMPL_grt_util_met1_pct=9.25
export IMPL_yosys_area_um2=1640
export IMPL_final_util_pct=30.0
export IMPL_grt_pass1_wl_um=6490
export IMPL_hold_viol=0
export IMPL_post_dp_cell_area_um2=2210
export IMPL_finalCritPeriodShare_pct=91.0
export IMPL_finClkSkew_ns=0.00668
export IMPL_drive_gt1_share_pct=10.7
export IMPL_finalSetupViolations=0
export IMPL_topCellsByArea="dfxtp_1, nor3b_2, ha_1, nor2_1, xnor2_1"
export IMPL_cts_htree_levels=2
export IMPL_setup_worst_path_end_class="primary output"
export IMPL_coreArea_um2=7730
export IMPL_common_cells="dfxtp_1, nor2_1, nand2_1, nor3b_2, nand4_1"
export IMPL_syn2layout_area_growth_pct=41.4
placed cells by master (no fill, tap or decap), types with 2 or more instances in the layout:
| cell | netlist | layout |
|---|---|---|
| nor2_1 | 20 | 20 |
| clkbuf_1 | 2 | 2 |
| and2_1 | 2 | 2 |
| o21ai_0 | 7 | 7 |
| nor3b_2 | 11 | 11 |
| nand3_1 | 6 | 6 |
| xnor2_1 | 7 | 7 |
| buf_4 | 0 | 2 |
| clkbuf_8 | 0 | 5 |
| xor2_1 | 6 | 6 |
| or3_1 | 4 | 4 |
| ha_1 | 6 | 6 |
| dfxtp_1 | 34 | 34 |
| and3_1 | 3 | 3 |
| nor3_1 | 2 | 2 |
| nand2b_1 | 2 | 2 |
| nand4_1 | 9 | 9 |
| a21oi_1 | 7 | 7 |
| nor2b_1 | 2 | 2 |
| nor3b_1 | 2 | 2 |
| clkdlybuf4s50_1 | 0 | 48 |
| inv_1 | 6 | 6 |
| nand2_1 | 11 | 11 |
critical path, cell delays in order (launching register included):
cell	delay, ns
dfxtp_1	0.45
inv_1	0.07
ha_1	0.19
a21oi_1	0.13
o21ai_0	0.09
a211o_1	0.30
clkdlybuf4s50_1	0.42
per-stage QoR:
stage | setup slack, ns | total power, mW
after floorplan | 1.05 | 0.569
after global placement | 0.539 | 0.622
after detailed placement | 0.555 | 0.622
after CTS | 0.221 | 1.09
after global routing | 0.0154 | 1.13
final | 0.243 | 1.06
state kept, by name, indices dropped and copies added (netlist names):
name	cells
R	4
plc	10
ppc	11
B	4
G	4
pxlClk	1
cells by family after synthesis:
logic type,Yosys count,synth area share (%)
AND/OR/NAND/NOR,83,32.9
flip-flops,34,41.5
AND-OR/OR-AND,23,9.08
buffers and inverters,14,4.42
XOR/XNOR,13,6.94
adder cells (fa/ha/maj),6,4.58
multiplexers,1,0.610
worst max path at each step:
| stage | to | cells after the start | start | slack [ns] |
|---|---|---|---|---|
| 4_1_cts | hsync | 6 | ppc[0]$_SDFFE_PP0P_ | 0.22 |
| 5_1_grt | vsync | 5 | plc[2]$_SDFFE_PP0P_ | 0.02 |
| 6_report | hsync | 6 | ppc[0]$_SDFFE_PP0P_ | 0.24 |
routing by layer:
| layer | up-vias | share of wire [%] |
|---|---|---|
| met3 | 5 | 7.2 |
| met5 | - | 0 |
| li1 | 715 | - |
| met2 | 39 | 43 |
| met4 | 0 | 0.56 |
| met1 | 612 | 49 |
report_power, final:
group | leakage [nW] | switching (mW) | internal (mW)
logic | 0.464 | 0.0232 | 0.0573
registers | 0.278 | 0.0123 | 0.517
clock network | 0.0524 | 0.178 | 0.276
total | 0.795 | 0.214 | 0.850
layout make-up:
class                           count  area [um^2]
Sequential cell                    34          681
Fill cell                         802         5410
Inverter                            6         22.5
Clock inverter                      1         30.0
Tap cell                          102          128
Clock buffer                        7         76.3
Multi-Input combinational cell    126          887
Timing Repair Buffer               50          495
Power is estimated from default activity; no workload was simulated.
